**./design.v**
```verilog
module baud_tick(
	input clk,
	input rst,
	output reg baud_tick);
parameter FRE       = 50_000_000;
parameter BAUD_RATE = 9600;
parameter COUNT_MAX = FRE / BAUD_RATE;
reg [13:0]count=0;
always@(posedge clk)begin
	if(rst)begin
		count  	  <= 0 ;
		baud_tick <= 0 ;
	end
	else if(count == COUNT_MAX - 1)begin
		count  	  <= 0;
		baud_tick <= 1;
	end
	else begin
		count 	  <= count+1;
		baud_tick <= 0;
	end
end
endmodule
module UART_rx(
	input clk,
	input rst,
	input baud_tick,
	input rx,
	output reg p_err,
	output reg [7:0] data_out
);
parameter IDLE    = 2'b00,
          RECEIVE = 2'b01,
	  PARITY  = 2'b10,
	  STOP    = 2'b11;
reg [1:0]state,next_state;
reg [2:0]count = 0;
reg parity = 0;
always@(posedge clk)begin
if(rst)begin
	state <= IDLE;
	data_out <= 8'b0;
        p_err    <= 0;
        count    <= 0;
        parity   <= 0;
end
else
	state <= next_state;
end
always@(*)begin
  case(state)
	IDLE   :begin
	          if(baud_tick && rx==0)
			next_state = RECEIVE;
	          else
			next_state = IDLE;
         	end
	RECEIVE:begin
		  if(baud_tick)begin
		    if(count == 7)
			    next_state = PARITY;
  		    else
			  next_state = RECEIVE;
		  end
		end
	PARITY :begin
		  if(baud_tick)begin
		    next_state = STOP;
		  end
		  else
	            next_state = PARITY;
		end
	STOP   :begin
		  if(baud_tick)
			  next_state = IDLE;
		  else
			  next_state = STOP;
		end
  endcase
end
always@(posedge clk)begin
if(rst)begin
	count <= 0;
	data_out <= 0;
end
else begin
	if(baud_tick)begin
	 case(state)
           IDLE   :begin
		     count <= 0;
		     data_out <= 0;
		   end
	   RECEIVE:begin
		     data_out[count] <= rx;
		     count <= count+1;
		   end
     	   PARITY :begin
		     if(^data_out == rx)
			     p_err <= 0;
		     else
			     p_err <= 1;
		   end
           STOP   :begin
		     data_out <= data_out;
		   end
         endcase
        end
end
end
endmodule
module top_module(
	input clk,
	input rst,
	input start,
	input [7:0]data_in,
	input p_sel,
        output tx,
	output [7:0]data_out,
	output p_err);
wire baud_tick;
baud_tick uut_b( .clk(clk),
	   	 .rst(rst),
	   	 .baud_tick(baud_tick));
UART_tx   uut_t( .clk(clk),
	   	 .rst(rst),
	   	 .start(start),
	   	 .data_in(data_in),
	  	 .p_sel(p_sel),
		 .baud_tick(baud_tick),
	   	 .tx(tx));
UART_rx   uut_r( .clk(clk),
	  	 .rst(rst),
	  	 .baud_tick(baud_tick),
	  	 .rx(rx),
	   	 .p_err(p_err),
	   	 .data_out(data_out));
assign rx=tx;
endmodule
module UART_tx(
	input clk,
	input rst,
	input start,
	input [7:0]data_in,
	input p_sel,
	input baud_tick,
	output reg tx);
parameter IDLE  =3'b000,	
	  START =3'b001,
	  DATA  =3'b010,
	  PARITY=3'b011,
	  STOP  =3'b100;
reg [2:0]state,next_state;
reg [2:0]count=0;
reg parity=0;
always@(posedge clk)begin
if(rst)
	state <= IDLE;
else
	state <= next_state;
end
always@(*)begin
	case(state)
		IDLE :begin
			if(start)
			  next_state = START;
			else
		 	  next_state = IDLE;
		      end
		START:begin
			if(baud_tick)			  
			  next_state = DATA;
			else
			  next_state = START;
		      end 
		DATA :begin
			if(baud_tick && count == 7)
    			    next_state = PARITY;
  			else
			    next_state = DATA;
		      end
	 	PARITY :begin
			  if(baud_tick)
      		            next_state = STOP;
		          else
		            next_state = PARITY;
			end
		STOP   :begin
			  if(baud_tick)
			    next_state = IDLE;
                          else begin
			    next_state = STOP;
			  end
			end
		default:next_state = IDLE;
	endcase
end
always@(posedge clk)begin
if(rst)begin
	count    <= 0;
	tx       <= 1;
end
else begin
     if(baud_tick)begin
	case(state)
	  IDLE   :begin
		   tx <= 1;
	          end
	  START  :begin
		   tx <= 0;
		          end
	  DATA   :begin
		   tx <= data_in[count];
		   count <= count+1;
	          end
	  PARITY :begin
		   tx <= parity;
		   parity <= (p_sel) ? ^data_in : ~(^data_in);
	          end
          STOP   :begin
		   tx <= 1;
		  end
        endcase
     end
end
end
endmodule
```
**./run.sh**
```bash
#!/bin/bash
# OpenROAD 26Q1-2900-gdf79404cd8, Yosys 0.63+post, stock flow scripts
make -C /OpenROAD-flow-scripts/flow DESIGN_CONFIG=/design/flow/config.mk WORK_HOME=/design/flow/orfs finish
```
**./config.mk**
```make
export PLATFORM = sky130hd
export DESIGN_NAME = top_module
export DESIGN_NICKNAME = top_module
export VERILOG_FILES = /design/flow/design.v
export SDC_FILE = /design/flow/constraint.sdc
export NUM_CORES = 4
export LEC_CHECK = 1
export CORE_AREA = 10 10 99 99
export DIE_AREA = 0 0 109 109
```
**./constraint.sdc**
```tcl
current_design top_module

set clk_period 2.1
set clk_io_pct 0.2

create_clock -name clk0 -period $clk_period [get_ports {clk}]

set non_clock_inputs [all_inputs -no_clocks]
set_input_delay [expr $clk_period * $clk_io_pct] -clock clk0 $non_clock_inputs
set_output_delay [expr $clk_period * $clk_io_pct] -clock clk0 [all_outputs]
```
==> impl_report.txt <==
RUN METRICS
----------------------------------------------------
[Logic synthesis]
  Avg Cell Area, Syn ........................ 8.98 um2
  Most instantiated flip-flop cell in the synthesis netlist ........................ sky130_fd_sc_hd__dfxtp_1
  Number of enable-type register cells in the synthesized netlist ........................ 1
  Asr flop ratio synth ........................ 0
  Unique masters post-synth ........................ 32
  Seq share, synth ........................ 0.403
  Post-Syn Instances ........................ 141
  Register bit total from synthesis ........................ 25
  Area fraction of the dominant cell type after synthesis ........................ 0.379
  Synth cell count leaders ........................ sky130_fd_sc_hd__dfxtp_1, sky130_fd_sc_hd__nor2_1, sky130_fd_sc_hd__xnor2_1
  Biggest area cells ........................ sky130_fd_sc_hd__dfxtp_1, sky130_fd_sc_hd__xnor2_1, sky130_fd_sc_hd__nor2_1
  Count leader, synth ........................ sky130_fd_sc_hd__dfxtp_1
  Netlist area before placement ........................ 1270 um2
  Number of standard cells reported by yosys ........................ 141
  Post-synth area from yosys stat ........................ 1270 um2
  Number of warnings printed during yosys synthesis ........................ 25
  Cell taking the most area after synthesis ........................ sky130_fd_sc_hd__dfxtp_1

[Placement]
  Routability Congestion ........................ 0.818
  Dpl cell area ........................ 1470 um2
  DP Wirelength ........................ 1760 um
  Number of cells after detailed placement ........................ 252
  Total of buffers placed on input and output ports ........................ 12

[Floorplanning]
  Die Wd ........................ 109 um
  Total die area ........................ 11,900 um2
  Die extent in y ........................ 109 um
  Ports ........................ 22
  Core region area ........................ 7730 um2
  Row count ........................ 32
  FP Core Util ........................ 0.164

[Routing]
  Overall via count from detail_route ........................ 903
  Avg WL per Cell ........................ 9.04 um
  First-pass DRT Iterations ........................ 4
  Antenna diode count ........................ 0
  Number of vias per cell after detailed routing ........................ 3.53
  Number of DRC markers in iteration 0 ........................ 71
  DRC violations left ........................ 0
  Total wirelength of the detailed-routed design ........................ 2310 um
  Remaining number of nets flagged by the antenna check after routing ........................ 0

[Job]
  Maximum capacitance violations ........................ 0
  Tool warnings ........................ 25

[Final timing]
  Minimum clock period ........................ 1590 ps
  Final worst-path cycle share ........................ 0.755
  Max Clock Skew ........................ 1.19 ps
  Final-layout setup total negative slack ........................ 0 ps
  FMAX ........................ 630 MHz
  Final Hold Fails ........................ 0
  Setup repair after global routing missed its margin ........................ no
  Final max-slew violation count ........................ 0
  Worst Tran Pin Value ........................ 536 ps
  Setup violators final ........................ 0
  Max transition margin ........................ 0.642

[Pwr]
  Reported net switching power ........................ 186 uW
  Clock network fraction of design power ........................ 0.325
  Portion of total power attributed to combinational logic ........................ 0.098
  Fraction of power spent switching nets ........................ 0.217
  Total power density per cell area ........................ 567 nW/um2
  Int Pwr ........................ 671 uW
  Max rail drop VDD ........................ 0.000253 V
  Leak ........................ 0.487 nW
  Sequential share of power ........................ 0.577

[Clock network]
  Num Clock Sinks ........................ 25
  H-Tree Depth ........................ 1
  Maximum buffer depth of the clock tree ........................ 2
  Postcts setup bufs ........................ 0
  Post-CTS Resized ........................ 0
  Post-CTS Hold Fix Bufs ........................ 0
  TritonCTS clock tree ........................ done
  Number of buffers added by the clock tree synthesis step ........................ 3
  Clock slew at the register clock pins of the worst setup and hold paths ........................ 80 ps
  Clk root buf ........................ sky130_fd_sc_hd__clkbuf_8
  Insertion delay of the later-clocked pin in the worst-skew pair ........................ 260 ps

[Global route]
  Global-route wire length before repair ........................ 3930 um
  Vias in the first global route ........................ 879
  GRT Total Usage ........................ 0.0389
  Number of antenna violations at the first check in global routing ........................ 0
  Maximum number of pins on one net before global-route repair ........................ 14
  Leftover overflow at the end of global routing ........................ 0

[Critical path]
  Crit end category ........................ flip-flop
  Startpoint type of the worst setup path ........................ flip-flop
  Signal arrival time at the worst endpoint ........................ 1720 ps
  Type of the setup path with the least slack ........................ reg2reg
  Crit Path Max Fanout ........................ 13
  Required time at the endpoint of the critical path ........................ 2240 ps

[Final layout]
  Register Area ........................ 510 um2
  Final instance area ........................ 1510 um2
  Area of the multi-input gates ........................ 677 um2
  Fill cell count ........................ 853
  Layout-stage area growth over the synthesis result ........................ 19.3%
  Non-filler instance count after layout ........................ 256
  Proportion of layout cells with a drive suffix above 1 ........................ 0.0584

[Status]
  Result of the run ........................ finished clean

[Min path]
  Worst hold path class ........................ reg2reg

----------------------------------------------------
==> logic make-up (layout without fill, tap and decap cells) <==
logic type / count (synthesis) / after routing / share of synthesized area
AOI/OAI and AO/OA: 12 / 12 / 0.0771
xor gates and xnor gates: 21 / 21 / 0.145
adders and majority gates: 3 / 3 / 0.0296
buffers and inverters: 18 / 23 / 0.0860
DFF: 25 / 25 / 0.403
muxes: 4 / 4 / 0.0425
other: 1 / 9 / 0.00296
and+or+nand+nor: 57 / 57 / 0.213
==> worst paths after layout <==
path / slack [ps] / cells past startpoint / to / start
max: 510 / 4 / uut_b.count[7] / uut_b.count[7]
min: 470 / 1 / uut_b.count[0] / uut_b.count[0]
max reg2reg: 510 / 4 / uut_b.count[7] / uut_b.count[7]
min reg2reg: 470 / 1 / uut_b.count[0] / uut_b.count[0]
==> power by group through the flow <==
stage	logic (mW)	clock network [mW]	registers [mW]
CTS	0.0874	0.292	0.494
global route	0.0968	0.306	0.495
finish	0.0842	0.278	0.494
==> critical path, stage by stage (launching register included) <==
cell	delay (ps)
sky130_fd_sc_hd__dfxtp_1	360
sky130_fd_sc_hd__nor4_1	330
sky130_fd_sc_hd__nand3_1	190
sky130_fd_sc_hd__o31ai_4	490
sky130_fd_sc_hd__nor2_1	100
==> flip-flops by register name, summed over array words and instances (netlist names) <==
signal / cells
uut_t.parity: 1
uut_t.state: 5
uut_t.tx: 1
uut_b.count: 14
uut_t.count: 3
uut_b.baud_tick: 1
==> area by class of cell <==
class | instances | share of cell area
timing repair buffer | 13 | 0.0845
tap | 102 | 0.0845
multi-input combinational | 106 | 0.448
sequential | 25 | 0.338
inverter | 6 | 0.0149
clock buffer | 4 | 0.0298
==> cell usage in the layout (no fill, tap or decap), types with 3 or more instances in the layout <==
cell                              count
sky130_fd_sc_hd__dfxtp_1             24
sky130_fd_sc_hd__nor2_1              23
sky130_fd_sc_hd__xnor2_1             17
sky130_fd_sc_hd__clkdlybuf4s50_1     12
sky130_fd_sc_hd__nand2_1              9
sky130_fd_sc_hd__conb_1               9
sky130_fd_sc_hd__nand3_1              7
sky130_fd_sc_hd__inv_1                6
sky130_fd_sc_hd__nor3_1               6
sky130_fd_sc_hd__a21oi_1              4
sky130_fd_sc_hd__xor2_1               4
sky130_fd_sc_hd__nor4_1               4
sky130_fd_sc_hd__nand4_1              3
sky130_fd_sc_hd__ha_1                 3
sky130_fd_sc_hd__clkbuf_8             3
==> routing by layer <==
metal | share of wire | global-route usage
met5 | 0 | 0
met4 | 0 | 0.000942
met1 | 0.50 | 0.0530
met3 | 0.064 | 0.0155
met2 | 0.44 | 0.0604
==> per-stage QoR <==
stage	hold WS, ps	util	worst slack [ps]	total power [mW]
after global routing	504	0.195	374	0.898
final	468	0.195	514	0.857
after global placement	439	0.190	281	0.592
after floorplan	429	-	804	0.568
after detailed placement	449	0.190	277	0.592
after CTS	474	0.195	500	0.874
Power is estimated from default activity; no workload was simulated.
