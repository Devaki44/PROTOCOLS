<file path="/design/flow/constraint.sdc">
current_design APB_topmodule

set clk_period 67.1
set clk_io_pct 0.2

create_clock -name clk0 -period $clk_period [get_ports {clk}]

set non_clock_inputs [all_inputs -no_clocks]
set_input_delay [expr $clk_period * $clk_io_pct] -clock clk0 $non_clock_inputs
set_output_delay [expr $clk_period * $clk_io_pct] -clock clk0 [all_outputs]
</file>
<file path="/design/flow/run.sh">
#!/bin/bash
# OpenROAD 26Q1-2900-gdf79404cd8, Yosys 0.63+post, stock flow scripts
make -C /OpenROAD-flow-scripts/flow DESIGN_CONFIG=/design/flow/config.mk WORK_HOME=/design/flow/orfs finish
</file>
<file path="/design/flow/design.v">
module APB_master(
	input clk,
	input rst,
	input transfer,
	input read_write,
	input [7:0]apb_read_add,
	input [7:0]apb_write_add,
	input [7:0]apb_write_data,
	input [7:0]pr_data,
	input pready,
	output psel,
	output reg penable,
	output pwrite,
	output [7:0]pw_add,
	output [7:0]pw_data,
	output [7:0]apb_read_data);
parameter IDLE   = 2'b00 ,
	  SETUP  = 2'b01 ,
	  ACCESS = 2'b10 ;
reg [1:0]state,next_state;
always@(posedge clk)begin    
  if(rst)
	state <= IDLE ;
  else
	state <= next_state ;
end
    always @(*) begin
        case(state)
            IDLE:begin
		              penable =1'b0;
                  if (transfer)
                    next_state = SETUP;
                  else
                    next_state = IDLE;
	         end
	    SETUP: begin
		            penable = 1'b0;    
                next_state = ACCESS;
          	end
	ACCESS: begin
		            penable = 1'b1;
                if (pready && transfer)
                    	next_state = SETUP;
                else if (pready && !transfer)
		                	next_state = IDLE;
                else if (!pready)
                    	next_state = ACCESS;
	    	        else
			                next_state = IDLE;
	        end
            default:next_state = IDLE;
        endcase
    end
assign psel           = (state != IDLE) ;
assign pwrite         = ((state == SETUP) || (state == ACCESS)) ? read_write : 1'b0 ;
assign pw_add         = ((state == SETUP) || (state == ACCESS)) ? apb_read_add : 1'b0 ;
assign pw_data         = (((state == SETUP) || (state == ACCESS)) && read_write) ? apb_write_data : 1'b0 ;
assign apb_read_data  = (((state == SETUP) || (state == ACCESS)) && !read_write ) ? pr_data : 1'b0 ;
endmodule
module APB_slave(
	input clk,
	input rst,
  	input sel,
    	input enable,
	input w_en,
	input [7:0]add,
	input [7:0]data_in,
        output reg ready,
	output reg [7:0]data_out);
  reg [7:0]mem[255:0];
always@(posedge clk)begin
    if(rst)begin
		data_out <=  8'h0 ;
        	ready    <=  0 ;
    end
    else if (sel && enable)begin
       		 ready <= 1 ;
		if(w_en)
			mem[add] <= data_in ;
		else
			data_out <= mem[add] ;
	end
end
endmodule
module APB_topmodule(
	input clk,
	input rst,
	input transfer,
	input read_write,
	input [7:0]apb_read_add,
        input [7:0]apb_write_add,
	input [7:0]apb_write_data,
	output wire [7:0]pr_data,
	output wire ready);
wire psel;
wire penable;
wire pwrite;
wire [7:0]pw_add;
wire [7:0]pw_data;
wire [7:0]apb_read_data;
wire [7:0]data_out;
wire pready;
APB_master uut1(.clk(clk),
		.rst(rst),
		.transfer(transfer),
		.read_write(read_write),
		.apb_read_add(apb_read_add),
		.apb_write_add(apb_write_add),
		.apb_write_data(apb_write_data),
		.pr_data(data_out),
		.pready(pready),
		.psel(psel),
		.penable(penable),
		.pwrite(pwrite),
		.pw_add(pw_add),
		.pw_data(pw_data),
		.apb_read_data(apb_read_data));
APB_slave uut2(.clk(clk),
	       .rst(rst),
	       .sel(psel),
	       .enable(penable),
	       .w_en(pwrite),
	       .add(pw_add),
	       .data_in(pw_data),
	       .ready(pready),
       	       .data_out(data_out));
assign pr_data = apb_read_data;
assign ready   = pready;
endmodule
</file>
<file path="/design/flow/config.mk">
export PLATFORM = sky130hd
export DESIGN_NAME = APB_topmodule
export DESIGN_NICKNAME = APB_topmodule
export VERILOG_FILES = /design/flow/design.v
export SDC_FILE = /design/flow/constraint.sdc
export NUM_CORES = 4
export LEC_CHECK = 1
export CORE_UTILIZATION = 30
</file>
==> results.py <==
# Synthesis and PnR figures
metrics = {
    "outcome": {
        "status": "finished, final reports clean",
    },
    "pwr": {
        "powerDensity_nw_per_um2": 28.8,
        "ir_worst_vdd_mv": 0.0228,
        "clkPwrFrac": 0.411,
        "switching_power_uw": 627,
        "p_comb_frac": 0.072,
        "internal-power_mw": 2.11,
        "pwr-share-seq": 0.517,
        "swShare": 0.229,
        "p_total_mw": 2.73,
        "p_leak_nw": 31.1,
    },
    "route": {
        "dr_wl_met2_um": 110000,
        "wl_per_cell_um": 27.4,
        "drc": 0,
        "antenna_left": 0,
        "routed_wl_um": 246000,
        "wl_met3_um": 43100,
        "drt-met1-wl_um": 80100,
        "dr_total_vias": 47593,
        "first_pass_iters": 7,
        "top_layer_used": "met5",
        "viasPerCell": 5.31,
        "drt-initial-drc-count": 3401,
    },
    "setup_path": {
        "critPathLaunchType": "input pin",
        "endpoint_kind": "primary output",
        "cp_slowest_cell": "clkdlybuf4s50_1",
        "rr_worst_depth": 15,
        "r2r-end": "uut2.data_out[0]",
        "max_stage_delay_ns": 0.62,
        "path_cells": "clkdlybuf4s50_1 -> nor2_1 -> and2_1 -> clkdlybuf4s50_1",
        "path_class": "input pin to primary output",
        "r2r_slack_ns": 60.00,
        "critPathRequiredTime_ns": 53.68,
        "cp_max_fo": 11,
        "r2r_start": "uut1.state[0]",
        "crit_top_cell": "clkdlybuf4s50_1",
        "arrival_ns": 15.09,
    },
    "clock_network": {
        "clkTransAtPathRegs_ns": 0.06,
        "cts_tree": "done",
        "ctsHoldBuffers": 0,
        "cts_setup_buffers": 0,
        "cts_resized": 0,
        "clk-insertion-delay-late_ns": 0.87,
        "ctsLongestPathBuffers": 3,
        "cts_max_level": 4,
        "clockRootBuffer": "clkbuf_16",
        "cts_inserted_buffers": 203,
    },
    "final_timing": {
        "tightestPinTransition_ns": 1.29,
        "rsz0062_at_grt": "false",
        "final.setup.tns_ns": 0,
        "period_minus_slack_ns": 28.51,
        "hold_viol_final": 0,
        "fin_crit_sh": 0.425,
        "untimed_endpoints": 1,
        "finClkSkew_ns": 0.0613,
        "slew_violations": 0,
        "max_clock_freq_mhz": 35.1,
        "slew_headroom": 0.130,
        "holdWs_ns": 0.524,
        "setup_ws_ns": 38.59,
        "finalSetupViolations": 0,
        "unclocked_pins": 1,
    },
    "min_path": {
        "hp-start": "uut2.ready",
        "hold_end": "uut2.ready",
        "whs_path_depth": 2,
        "hp-class": "flop to flop",
    },
    "final_layout": {
        "final_area_sq_um": 94900,
        "fin_util": 0.343,
        "layout-drive-gt1-share": 0.155,
        "area_delta_synth_final_pct": 13.9,
        "stdcell_count": 8965,
    },
    "global_routing": {
        "overflow": 0,
        "grt_pass1_wl_um": 352000,
        "antenna_found_initial": 13,
        "grt_pass1_vias": 49553,
        "grt_max_degree": 97,
        "grtUsageTotal": 0.187,
    },
    "placed_design": {
        "place_ws_ns": 38.59,
        "gp_congestion": 0.946,
        "dpl_cell_area_sq_um": 88200,
        "dp.cells": 8577,
        "io_buffers": 28,
        "place_hpwl_um": 148000,
    },
    "synth": {
        "synth-cells-yosys": 4981,
        "ys.flop_type": "edfxtp_1",
        "synthCells": 4981,
        "ys.flops": 2060,
        "synth-edff-count": 2048,
        "avgSynthCellArea_sq_um": 16.7,
        "synth_top_cell_by_count": "edfxtp_1",
        "area_leaders": "edfxtp_1 (74%), mux4_2 (5.1%), mux2i_1 (2.5%)",
        "ys_area_sq_um": 83200,
        "synth.top_cells.by_count": "edfxtp_1 (2048), nor2_1 (331), o21ai_0 (303)",
        "syn-cell-area_sq_um": 83200,
        "top_area_frac": 0.739,
        "ys_types": 86,
        "async_flop_share": 0,
        "yosys.area.top_type": "edfxtp_1",
        "yosysWarnings": 2,
    },
    "die": {
        "core_area_sq_um": 276000,
        "die_y_um": 529,
        "fp-utilization": 0.301,
        "chip_area_sq_um": 280000,
        "ios": 37,
        "num_rows": 193,
        "die_w_um": 529,
    },
    "flow_run": {
        "cap_viol_max_count": 0,
        "tool_warnings": 36,
    },
}
-- cell type report --
class                   count  area (sq um)
diodes                     10          25.0
clock buffers             264          5360
clock inverters           114          1250
fillers                 25753        181000
inverters                  26           105
multi-input cells        2516         19600
flip-flops and latches   2060         61700
well taps                3705          4640
repair buffers            270          2180
-- kinds of logic after synthesis --
group           count (synthesis)  share of synthesized area
latches                         1                   0.000180
mux                           446                     0.0828
compound gates               1092                     0.0900
simple gates                  975                     0.0601
fa+ha+maj                       3                   0.000451
flops                        2059                      0.741
buf+inv                       405                     0.0251
-- power groups by stage --
stage	logic [mW]	registers (mW)	clock network, mW
final	0.196	1.41	1.12
after CTS	0.194	1.41	1.14
after global routing	0.208	1.41	1.19
-- sequential cells by signal, indices dropped and copies added (netlist names) --
signal,cells
uut1.penable,1
uut1.state,2
uut2.data_out,8
uut2.mem,2048
uut2.ready,1
-- critical path, delay by kind of cell --
family        cells  cell delay [ns]
buf+inv           2             1.08
simple gates      2             0.59
-- cells in the final DEF, fill, tap and decap left out, types with 12 or more instances in the layout --
cell	netlist	layout
nand2b_1	215	215
edfxtp_1	2048	2048
clkbuf_1	121	56
a221o_1	77	77
buf_4	69	237
clkinv_1	0	39
mux2_2	50	50
o21bai_1	13	13
nand3_1	27	25
mux4_2	189	189
and2_1	16	15
nand2_1	154	154
nor2_1	331	330
a22o_1	23	23
a221oi_1	38	38
bufinv_16	0	18
a21oi_1	104	104
clkinv_2	0	35
o21ai_0	303	302
a21boi_0	12	12
a22oi_1	173	173
nor3_1	35	35
o221ai_1	41	41
clkbuf_16	0	203
nand3b_1	66	66
o211ai_1	17	17
a211oi_1	28	28
a31oi_1	75	75
and3b_1	23	22
nor4_1	13	13
inv_1	24	23
mux2i_1	206	206
clkdlybuf4s50_1	0	25
or3_1	40	40
o22ai_1	71	71
o31ai_1	13	13
-- per-layer routing --
layer / global-route usage / up-vias
met5: 0.0161 / -
met4: 0.0722 / 30
met3: 0.149 / 541
met2: 0.271 / 3047
met1: 0.203 / 23755
li1: - / 20220
-- how the worst max path moves through the flow --
stage	endpoint	startpoint	slack, ns	cells after the start
5_1_grt	pr_data[2]	read_write	38.47	4
4_1_cts	pr_data[3]	read_write	38.59	4
6_report	pr_data[3]	read_write	38.59	4
Power and IR drop assume default switching activity.
